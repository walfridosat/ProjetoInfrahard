**flow/design.v**
```verilog
module divisor(
    input wire clk,
    input wire [0:0] divOp,
    input wire [31:0] dividend,  
    input wire [31:0] divisor,   
    output reg [31:0] div_lo, 
    output reg [31:0] div_hi,
    output wire divby0flag
);
    integer cima;
    integer baixo;
    integer i;
    integer divd;
    integer divs;
    assign divby0flag = (divisor == 0) & divOp;
    always @(posedge clk) begin
        if(divOp == 1'b1)
        begin
            if(i == 31) 
            begin
                cima = 32'd0;
                divd = dividend;
                divs = divisor;
                if(dividend[31] == 1'b1) 
                begin
                    divd = -dividend;
                    divs = -divisor;
                end
                baixo = divs;
            end
            if(i >= 0)
            begin
                div_lo = div_lo << 1;
                cima = cima << 1;
                if(baixo > 0) 
                begin
                    if (divd[i] == 1) cima[0] = 1;
                    if (cima >= baixo) 
                    begin 
                        cima = cima - baixo;
                        div_lo = div_lo + 1;
                    end
                end
                if(baixo < 0)
                begin
                        if (divd[i] == 1) cima[0] = 1;
                        if (cima >= -baixo) 
                        begin
                            cima = cima + baixo;
                            div_lo = div_lo - 1;
                        end
                end
            end
            if(i == 0) 
            begin
                if(dividend[31] == 1'b1 && divisor[31] == 1'b1)
                    div_hi = -cima;
                else 
                    div_hi = cima;
            end
            i = i - 1;
        end else 
        begin
            div_lo = 32'd0;
            div_hi = 32'd0;
            i = 31;
            divs = 0;
            divd = 0;
        end
    end
endmodule
```
**flow/run.sh**
```bash
#!/bin/bash
# OpenROAD 26Q1-2900-gdf79404cd8, Yosys 0.63+post, stock flow scripts
make -C /OpenROAD-flow-scripts/flow DESIGN_CONFIG=/design/flow/config.mk WORK_HOME=/design/flow/orfs finish
```
**flow/config.mk**
```make
export PLATFORM = sky130hd
export DESIGN_NAME = divisor
export DESIGN_NICKNAME = divisor
export VERILOG_FILES = /design/flow/design.v
export SDC_FILE = /design/flow/constraint.sdc
export NUM_CORES = 4
export LEC_CHECK = 1
export CORE_UTILIZATION = 30
```
**flow/constraint.sdc**
```tcl
current_design divisor

set clk_period 27.0
set clk_io_pct 0.2

create_clock -name clk0 -period $clk_period [get_ports {clk}]

set non_clock_inputs [all_inputs -no_clocks]
set_input_delay [expr $clk_period * $clk_io_pct] -clock clk0 $non_clock_inputs
set_output_delay [expr $clk_period * $clk_io_pct] -clock clk0 [all_outputs]
```
==> results.sh <==
# source this file to load flow results
export IMPL_status="complete, no violations"
export IMPL_top_area_share_pct=15.5
export IMPL_vias_per_cell=5.55
export IMPL_synth_top_cell_by_area="dfxtp_1"
export IMPL_worst_endpoint_required_ns=27.33
export IMPL_via_count=16078
export IMPL_drv_slew=0
export IMPL_hold_class="flop to flop"
export IMPL_antenna_found_initial=2
export IMPL_die_height_um=237
export IMPL_crit_path_max_fanout=36
export IMPL_worstSetupEndpointType="flop"
export IMPL_io_pin_count=131
export IMPL_cts_sinks=192
export IMPL_cts_tree="built"
export IMPL_tool_warnings=27
export IMPL_dpl_instance_area_mm2=0.0186
export IMPL_postCtsSetupBuffers=0
export IMPL_clock_skew_ns=0.0214
export IMPL_vdd_drop_max_mv=0.0485
export IMPL_min_period_ns=17.26
export IMPL_stdcell_area_mm2=0.0192
export IMPL_place_hpwl_mm=46.0
export IMPL_rsz0062_at_grt="false"
export IMPL_remaining_drc_errors=0
export IMPL_cts_resized_gates=0
export IMPL_first_global_vias=15173
export IMPL_dr_pass1_iters=6
export IMPL_core_mm2=0.0542
export IMPL_yosysChipArea_mm2=0.0166
export IMPL_wl_mm=58.9
export IMPL_cap_violations=0
export IMPL_grt_max_degree=70
export IMPL_dominantRegCellSynth="dfxtp_1"
export IMPL_min_period_over_period_pct=63.9
export IMPL_cts_buffer_depth=2
export IMPL_postCtsHoldBufs=0
export IMPL_synthDistinctLibCells=96
export IMPL_cts_buffers=17
export IMPL_async_reset_ff_share_pct=0
export IMPL_top_cells_by_count="nor2_1 (217), nand2_1 (214), a21oi_1 (133), o21ai_0 (133), dfxtp_1 (128)"
export IMPL_diodes=0
export IMPL_grt_overflow_total=0
export IMPL_synth_edff_count=64
export IMPL_syn_area_per_cell_um2=7.87
export IMPL_critPathSlowestCell="or4_1"
export IMPL_p_leak_uw=0.00724
export IMPL_hold_viol_final=0
export IMPL_path_class="input port to flop"
export IMPL_arrival_ns=17.59
export IMPL_setup_viol=0
export IMPL_cp_num_buf_inv=5
export IMPL_worst_pin_slew_ns=1.06
export IMPL_port_buffers=130
export IMPL_ys_flops=192
export IMPL_syn_to_final_growth_pct=15.7
export IMPL_place_gp_congestion=1.03
export IMPL_yosys_warnings=1
export IMPL_chip_area_mm2=0.0562
export IMPL_finalSetupTns_ns=0
export IMPL_numPlacedInstances=2866
export IMPL_synth_cells=2106
export IMPL_drive_above_1_share_pct=6.36
export IMPL_cts_clk_slew_worst_paths_ns=0.08
export IMPL_grt_use_total_pct=21.3
export IMPL_yosysMostFrequentCell="nor2_1"
export IMPL_relSlewSlack_pct=27.4
export IMPL_num_rows=85
export IMPL_htreeDepth=4
export IMPL_hold_ws_ns=0.456
export IMPL_fmax_mhz=57.9
export IMPL_power_density_mw_per_mm2=116
export IMPL_syn_cell_area_mm2=0.0166
export IMPL_clock_latency_ns=0.46
export IMPL_crit_path_start_kind="input port"
export IMPL_yosys_top_cells_area="dfxtp_1 (15%), edfxtp_1 (12%), ha_1 (7.7%), xnor2_1 (6.4%), nor2_1 (4.9%)"
export IMPL_ys_cells=2106
export IMPL_root_buffer="clkbuf_16"
export IMPL_postRouteAntennaNets=0
export IMPL_fp_utilization_pct=30.6
export IMPL_critical_path_top_delay_family="AND-OR/OR-AND gates"
export IMPL_ys_seq_share_pct=27.0
export IMPL_drt_iter0_drc=1240
export IMPL_routedWlPerCell_um=20.3
export IMPL_critPathMaxStageDelay_ns=0.76
export IMPL_grt_pass1_wl_mm=91.0
export IMPL_finalNonFillerCells=2898
export IMPL_die_x_um=237
## path summary, 6_finish.rpt
kind                       from                      end  slack [ns]  cells past startpoint
max                 dividend[2]  div_hi[30]$_SDFFE_PN0P_        9.74                     40
min          divd[4]$_SDFF_PN0_       divd[4]$_SDFF_PN0_        0.46                      2
max reg2reg     i[1]$_SDFF_PN1_  div_hi[30]$_SDFFE_PN0P_       15.09                     37
min reg2reg  divd[4]$_SDFF_PN0_       divd[4]$_SDFF_PN0_        0.46                      2
## per-layer routing
metal / wire, µm / GRT usage [%] / part of all wire [%] / vias up
li1: - / - / - / 7923
met1: 27100 / 31.1 / 46 / 7561
met2: 25800 / 32.3 / 44 / 492
met3: 4360 / 5.34 / 7.4 / 98
met4: 1600 / 4.57 / 2.7 / 4
met5: 26 / 0 / 0.044 / -
## cell type report
cell class                 count  area (µm²)
clock inverter                13         144
timing repair buffer         165        1560
inverter                     100         377
clock buffer                  19         443
multi-input combinational   1713       11300
tap                          696         871
sequential                   192        4490
fill                        5552       35100
## cell usage in the layout, fill, tap and decap left out, types with 29 or more instances in the layout
cell type / count
nor2_1: 217
nand2_1: 214
a21oi_1: 133
o21ai_0: 133
clkdlybuf4s50_1: 128
dfxtp_1: 127
xnor2_1: 122
ha_1: 102
inv_1: 90
xor2_1: 79
a211oi_1: 64
edfxtp_1: 64
nor3_1: 62
nand3_1: 46
buf_4: 36
or3_1: 30
nor2b_1: 30
nor4_1: 29
## registers in the layout, summed over array words and instances (netlist names)
| register | cells |
|---|---|
| baixo | 32 |
| cima | 32 |
| div_hi | 32 |
| div_lo | 32 |
| divd | 32 |
| i | 32 |
## worst reg2reg max path, delay by kind of cell (launching register included)
family	cells	cell delay (ns)
AOI/OAI and AO/OA	14	4.21
and+or+nand+nor	12	3.42
buffers and inverters	6	1.86
adders and majority gates	4	1.37
DFF	1	0.70
xor gates and xnor gates	1	0.20
## where the power goes
part	internal, µW	switching (µW)	leakage [µW]
Combinational	574	963	0.00528
Sequential	383	41.4	0.00167
Clock	134	125	0.000290
## through the flow
stage	worst slack (ns)	utilization, %	total power, µW
2_1_floorplan	12.39	-	1440
3_3_place_gp	9.46	34.3	1940
3_5_place_dp	9.45	34.3	1930
4_1_cts	9.84	35.4	2210
5_1_grt	8.73	35.4	2390
6_report	9.74	35.4	2220
## cells by family (layout without fill, tap and decap cells)
kind of cell | count (synthesis) | after routing | synth area share (%)
compound gates | 604 | 604 | 24.2
xor+xnor | 201 | 201 | 10.6
fa+ha+maj | 104 | 104 | 7.94
buf+inv | 201 | 297 | 4.73
flops | 192 | 192 | 27.0
mux | 17 | 17 | 1.15
simple gates | 787 | 787 | 24.3
Power is estimated from default activity; no workload was simulated.
