==> /design/flow/design.v <==
module multiplicador(
    input wire clk,
    input wire [0:0]  multOp,
    input wire [31:0] multiplicand,
    input wire [31:0] multiplier,
    output reg [31:0] mult_hi,
    output reg [31:0] mult_lo
);
reg [32:0] A; 
reg [32:0] Q; 
reg Q_1;    
integer i;
always @(posedge clk) begin
    if( multOp == 1'b1 )
    begin
        if(i == 0)
        begin
            A = {1'b0, 32'd0}; 
            Q = {1'b0, multiplier};    
            Q_1 = 1'b0;
        end
        if(i <= 32)
        begin
            case ({Q[0], Q_1})
                2'b01: begin A = A + multiplicand; end
                2'b10: begin A = A - multiplicand; end
                default: begin end
            endcase
            {A, Q, Q_1} = {A[31], A, Q};
        end
        if(i >= 31) mult_lo = Q;
        if(i == 31) mult_hi = A;
        i = i + 1;
    end
    else 
    begin
        mult_hi = 32'd0;
        mult_lo = 32'd0;
        i = 0;
        A = {1'b0, 32'd0}; 
        Q = {1'b0, 32'd0}; 
        Q_1 = 1'b0;
    end
end
endmodule
==> /design/flow/run.sh <==
#!/bin/bash
# OpenROAD 26Q1-2900-gdf79404cd8, Yosys 0.63+post, stock flow scripts
make -C /OpenROAD-flow-scripts/flow DESIGN_CONFIG=/design/flow/config.mk WORK_HOME=/design/flow/orfs finish
==> /design/flow/config.mk <==
export PLATFORM = sky130hd
export DESIGN_NAME = multiplicador
export DESIGN_NICKNAME = multiplicador
export VERILOG_FILES = /design/flow/design.v
export SDC_FILE = /design/flow/constraint.sdc
export NUM_CORES = 4
export LEC_CHECK = 1
export CORE_UTILIZATION = 50
==> /design/flow/constraint.sdc <==
current_design multiplicador

set clk_period 23.2
set clk_io_pct 0.2

create_clock -name clk0 -period $clk_period [get_ports {clk}]

set non_clock_inputs [all_inputs -no_clocks]
set_input_delay [expr $clk_period * $clk_io_pct] -clock clk0 $non_clock_inputs
set_output_delay [expr $clk_period * $clk_io_pct] -clock clk0 [all_outputs]
==> notes.org <==
#+TITLE: Physical design notes

** Status
- Outcome :: finished, final reports clean

** GRT
- Overall fraction of global-route tracks in use :: a little over a quarter
- The first global-routing pass estimated around 40000 microns of wire.
- Number of global-route vias before repair :: roughly 7700
- Maximum number of pins on one net before global-route repair :: around 76
- Total grt overflow :: 0
- Number of antenna violations at the first check in global routing :: 0

** Synthesis
- For reference, the mux area share after synthesis is approximately 2.2%.
- Average instance area after synthesis :: slightly below 8 sq um
- Yosys chip area :: about 9400 sq um
- Summing the areas of all compound-gate instances in the mapped netlist gives 19.6% of the synthesized area.
- Synthesis Warnings :: 1
- The synthesized netlist devotes ~5.0% of its cell area to adder and majority cells.
- Post-synthesis cell area :: ~9400 sq um
- Per the synth log, the flip-flop and latch total comes to between 150 and 200.
- Count of flip-flops with a built-in enable after synthesis :: 0
- Largest family of logic cells by area :: simple AND/OR/NAND/NOR gates
- Post-Synth Simple-Gate Area :: 26.8%
- The synthesized netlist was found by Yosys to have between 1000 and 1500 cells.
- In the Yosys stats the netlist draws on 63 distinct library cells.
- The cell count after synthesis came out at 1209.
- The most used flip-flop cell after synthesis is dfxtp_1.
- Counting flops with an async set or reset pin after synthesis yields a share of 0%.
- Xor/xnor share of the synthesized area :: under 10%
- In the Yosys report, the sequential cells make up between 30% and 40% of the chip area.

** Detailed routing
- Final ANT Viol Nets :: 0
- DRT iter0 DRCs :: ~540
- The detailed router reports a met3 wire length of 1220 microns.
- DR vias :: 8640
- Remaining design rule violation count :: 0
- Number of vias per cell after detailed routing :: 5.60
- Met1 wire length :: around 13000 microns
- Summed over all layers, the routed wires come to ~24000 microns.
- Signal nets in the final route climb as high as met4.
- Wire segments on met2 add up to between 10000 and 15000 microns in the final route.
- Number of detailed-routing iterations run before antenna repair :: 17
- Wire length per cell :: between 15 and 20 microns
- Antenna repair during routing inserted a diode count of 0.

** Worst setup path
- Worst setup SP type :: primary input
- The worst register-to-register path has a setup slack of 17.25 ns.
- CP Data Required Time :: 23.51 ns
- The data arrival time reported for the critical path is approximately 9 ns.
- STA classifies the critical path endpoint as a flop.
- Largest fanout of any net on the critical path :: 32
- Critical path type :: in2reg

** Place
- Count of buffers from port buffering :: 129
- Timing analysis after detailed placement gives a worst setup slack of roughly 14 ns.
- Once detailed placement completed, the half-perimeter wirelength came to ~17000 microns.
- Per the gpl log, the routability congestion estimate is approximately 0.93.

** Final layout
- Most frequently placed logic cell in the final layout :: nor2_1
- In this run the layout overhead on the synthesized area is reported as 21.5%.
- The top cell types in the final layout, fill and taps aside, are 174 x nor2_1, 163 x dfxtp_1, 129 x nand2_1, 129 x clkdlybuf4s50_1, 107 x a21oi_1.
- Final core utilization :: approximately 63%
- In the final layout, the fill cell count is 1622.
- Fraction of final layout cells with drive strength greater than 1 :: under 10%

** Job
- Max-cap violations :: 0
- The number of warnings reported in the stage logs is 27.

** Clocking
- The number of hold buffers added after CTS was 0.
- TritonCTS built the clock tree.
- Clock Sink Count :: ~160
- In this run the deepest clock path goes through 2 buffers.
- Post-CTS setup buffers :: 0
- Quantity of gates resized following cts :: 0
- TritonCTS Buffers :: 17
- Clock transition at the registers of the reported paths :: approximately 0.070 ns
- Clock latency on the worst-skew pair :: 0.42 ns
- Per the CTS log, the maximum H-tree level is 4.
- Clk root buf :: clkbuf_16

** Final timing
- Setup TNS after final layout :: 0 ns
- Achievable frequency :: around 120 MHz
- Setup violations remaining at the end of the flow were counted as 0.
- Max-slew headroom at the worst pin :: 50.0%
- The smallest clock period supported by the final layout is computed as 8.67 ns.
- On the final layout, the worst clock skew is roughly 0.014 ns.
- At the pin with the least slew margin, the transition time is 0.740 ns.
- Period utilization :: between 30% and 40%
- For reference, the final report shows the hold violation count at 0.
- Setup repair after global routing left no endpoint under its margin.
- Final setup margin :: between 10 and 15 ns
- Min Hold Slack :: between 0.4 and 0.5 ns
- The final max-slew violation count recorded for this run is 0.

** Pwr
- Overall power consumption after layout is estimated at 0.829 mW.
- The script computed a power per unit cell area of 72.7 nW/um^2.
- The analysis reports a worst IR drop on VDD of about 52 uV.
- Leakage power figure :: about 4.3 nW

** Die
- Die ar. :: ~19000 sq um
- The region available for standard cell placement spans 18100 sq um.
- Die Height :: 139 microns
- Row count :: around 49
- Starting density of the core :: between 50% and 60%
- Chip width :: approximately 140 microns
- Pin placement for this block handled about 130 I/O pins.

** Min path
- Path class of the lowest-slack min-delay path :: reg2reg
cells in the mapped netlist (all sizes together), types with 12 or more instances:
| cell | number | area (sq um) |
|---|---|---|
| dfxtp | 163 | 3260 |
| a21oi | 107 | 536 |
| o21a | 12 | 90.1 |
| mux2i | 15 | 150 |
| xor2 | 35 | 307 |
| xnor2 | 48 | 420 |
| nor2 | 174 | 653 |
| nand2 | 131 | 494 |
| o21ai | 62 | 314 |
| ha | 36 | 450 |
| and2 | 42 | 263 |
| inv | 24 | 90.1 |
| nor3b | 45 | 338 |
| clkbuf | 53 | 200 |
| a211oi | 32 | 250 |
| nand3 | 52 | 260 |
| buf | 15 | 67.6 |
| nor3 | 22 | 115 |
| nor4 | 18 | 113 |
| o211ai | 13 | 108 |
cells by family (layout without fill, tap and decap cells):
group,count (synthesis),in the layout
buffers and inverters,92,197
AOI/OAI and AO/OA,288,288
DFF,163,163
and+or+nand+nor,526,526
adders and majority gates,37,37
xor gates and xnor gates,83,83
muxes,20,20
per-layer routing:
| layer | vias to the layer above | global-route usage (%) |
|---|---|---|
| met4 | 0 | 2.16 |
| met2 | 176 | 38.6 |
| li1 | 4430 | - |
| met1 | 4024 | 42.8 |
| met3 | 10 | 4.64 |
| met5 | - | 0 |
critical path, cell delays in order:
cell	delay, ns
clkdlybuf4s50_1	0.40
mux2_2	0.29
ha_1	0.19
buf_4	0.24
a31o_2	0.31
o21ai_0	0.18
xnor2_1	0.17
ha_1	0.32
a21oi_1	0.32
o21ai_0	0.14
a31oi_1	0.19
o21ai_0	0.15
a211oi_2	0.40
o21ai_2	0.16
a31oi_1	0.20
mux2_2	0.39
o311a_1	0.29
area by class of cell:
class	count	area (sq um)	share of cell area [%]
inverter	24	92.6	0.812
sequential	163	3260	28.6
timing repair buffer	141	1380	12.1
multi-input combinational	954	5780	50.7
clock buffer	18	429	3.77
tap	229	287	2.51
clock inverter	14	164	1.44
power by group:
group | switching, mW | leakage, nW | internal, mW
clock | 0.130 | 0.283 | 0.154
combinational | 0.144 | 2.74 | 0.0959
sequential | 0.00681 | 1.33 | 0.299
total | 0.281 | 4.35 | 0.548
state kept, by name (all words and copies together) (netlist names):
register  count
mult_hi      32
i            32
Q_1           1
mult_lo      32
A            33
Q            33
stage by stage:
stage          instances  cell area [sq um]
2_1_floorplan       1209               9380
3_3_place_gp        1511              10800
3_5_place_dp        1511              10800
4_1_cts             1543              11400
5_1_grt             1543              11400
6_report            1543              11400
final timing paths:
path | startpoint | to | cells after the start
hold / removal | mult_hi[14] | mult_hi[14] | 2
setup / recovery | multiplier[0] | A[32] | 17
setup reg to reg | i[24] | A[32] | 20
hold reg to reg | mult_hi[14] | mult_hi[14] | 2
Power and IR drop assume default switching activity.
