--- design/flow/run.sh ---
#!/bin/bash
# OpenROAD 26Q1-2900-gdf79404cd8, Yosys 0.63+post, stock flow scripts
make -C /OpenROAD-flow-scripts/flow DESIGN_CONFIG=/design/flow/config.mk WORK_HOME=/design/flow/orfs finish
--- design/flow/config.mk ---
export PLATFORM = sky130hd
export DESIGN_NAME = SrcOutMUX
export DESIGN_NICKNAME = SrcOutMUX
export VERILOG_FILES = /design/flow/design.v
export SDC_FILE = /design/flow/constraint.sdc
export NUM_CORES = 4
export LEC_CHECK = 1
export CORE_AREA = 10 10 96 96
export DIE_AREA = 0 0 106 106
--- design/flow/design.v ---
module SrcOutMUX (
    input wire [2:0] SrcOut,
    input wire [31:0] Lo,
    input wire [31:0] Hi,
    input wire [31:0] LT,
    input wire [31:0] result,
    input wire [31:0] orOut,
    input wire [31:0] shiftOut,
    output wire [31:0] out
);
    assign out =(SrcOut == 0)? Lo :
                (SrcOut == 1)? Hi :
                (SrcOut == 2)? LT :
                (SrcOut == 3)? result :
                (SrcOut == 4)? orOut :
                (SrcOut == 5)? shiftOut :
                32'b00000000000000000000000000000000;
endmodule
--- design/flow/constraint.sdc ---
current_design SrcOutMUX

set clk_period 5.6
set clk_io_pct 0.2

create_clock -name clk0 -period $clk_period

set non_clock_inputs [all_inputs -no_clocks]
set_input_delay [expr $clk_period * $clk_io_pct] -clock clk0 $non_clock_inputs
set_output_delay [expr $clk_period * $clk_io_pct] -clock clk0 [all_outputs]
==> flow_metrics.env <==
# implementation run metrics
export IMPL_fmax_mhz=242
export IMPL_ys_seq_share_pct=0
export IMPL_fp_dieH_microns=106
export IMPL_via_per_inst=4.82
export IMPL_antenna_left=0
export IMPL_fin_setup_tns_ps=0
export IMPL_wl_met1_mm=3.72
export IMPL_ff_count=0
export IMPL_placementRows=31
export IMPL_cts_hold_buf=0
export IMPL_grt_pass1_wl_mm=14.9
export IMPL_die_width_microns=106
export IMPL_crit_top_cell="buf_4"
export IMPL_top_layer="met4"
export IMPL_syn_cell_area_sq_um=1870
export IMPL_dpl_hpwl_mm=8.81
export IMPL_p_leak_nw=1.68
export IMPL_hold_class="in -> out"
export IMPL_avgSynthCellArea_sq_um=10.1
export IMPL_ir_drop_mv=0.0393
export IMPL_max_stage_delay_ps=510
export IMPL_finalCritPeriodShare_pct=73.9
export IMPL_warnings=33
export IMPL_grt_usage_pct=16.5
export IMPL_endpoint_kind="output port"
export IMPL_met3_length_mm=1.37
export IMPL_grt_overflow=0
export IMPL_drt_pass1_iterations=4
export IMPL_postCtsSetupBuffers=0
export IMPL_arrival_ps=3020
export IMPL_die_area_sq_um=11200
export IMPL_relSlewSlack_pct=58.2
export IMPL_drtIter0Drc=25
export IMPL_io_buffers=227
export IMPL_critPathBufInv=3
export IMPL_required_ps=4480
export IMPL_start_kind="input pin"
export IMPL_detail_route_drc_violations=0
export IMPL_route_met2_wl_mm=5.05
export IMPL_hold_violations=0
export IMPL_grt_pass1_vias=2567
export IMPL_place_gp_congestion=0.839
export IMPL_clock_buffers=0
export IMPL_dp_cells=492
export IMPL_via_count=2371
export IMPL_synth_distinct_cells=11
export IMPL_fin_crit_ps=4140
export IMPL_fp_utilization_pct=25.9
export IMPL_postLayoutCoreUtil_pct=57.3
export IMPL_timing_worst_setup_path_type="in -> out"
export IMPL_crit_path_cell_trace="buf_4, buf_4, mux2i_1, o21a_1, a221oi_2, clkdlybuf4s50_1"
export IMPL_synth_largest_area_cell="mux2i_1"
export IMPL_drv_slew=0
export IMPL_cts_resized=0
export IMPL_wl_mm=10.2
export IMPL_postSynthCellCount=186
export IMPL_ios=227
export IMPL_ys_area_sq_um=1870
export IMPL_yosys_cells=186
export IMPL_drive_above_1_share_pct=10.2
export IMPL_cpLargestDelayFamily="buffers and inverters"
export IMPL_wl_per_cell_microns=20.7
export IMPL_grt_max_degree=48
export IMPL_max_cap_violations=0
export IMPL_flop_area_sq_um=0
export IMPL_area_growth_pct=121
export IMPL_power_density_nw_per_um2=77.0
export IMPL_final_cells=492
export IMPL_cp_slowest_cell="clkdlybuf4s50_1"
export IMPL_worst_slew_pin_slew_ps=627
export IMPL_crit_path_max_fanout=32
export IMPL_fill_cells=656
export IMPL_diodes=0
export IMPL_rsz0062_at_grt="no"
export IMPL_setup_viol=0
export IMPL_antenna_found_initial=0
export IMPL_topCellsByArea="mux2i_1, a221oi_2, o21a_1, buf_6, clkbuf_1"
export IMPL_synth_warning_count=0
export IMPL_top_area_share_pct=51.4
export IMPL_status="complete, no violations"
export IMPL_core_area_sq_um=7210
[report_power, final]
| group | switching (mW) | leakage [nW] | internal [mW] |
|---|---|---|---|
| Combinational | 0.0983 | 1.68 | 0.220 |
| Clock | 0 | 0 | 0 |
| Sequential | 0 | 0 | 0 |
| Total | 0.0983 | 1.68 | 0.220 |
[Yosys cell counts]
cell type,count
mux2i_1,96
a221oi_2,32
o21a_1,32
clkbuf_1,7
buf_6,6
buf_2,4
buf_1,3
buf_4,3
buf_12,1
buf_8,1
nor2_2,1
[layout make-up]
cell class | count | area, sq um | share of cell area (%)
timing repair buffer | 232 | 2310 | 56.0
tap | 99 | 124 | 3.00
multi-input combinational | 161 | 1690 | 41.0
[final timing paths]
check	start	endpoint	cells after the start
max	SrcOut[0]	out[21]	6
min	SrcOut[2]	out[23]	3
[per-layer routing]
metal,global-route usage [%],vias to the layer above
li1,-,1180
met1,16.8,1051
met2,30.1,136
met3,9.42,4
met4,0.967,0
met5,0,-
[through the flow]
stage	power (mW)	area [sq um]	hold WS, ps	setup WS [ps]
2_1_floorplan	0.125	1870	2430	2590
3_3_place_gp	0.321	4130	3160	1450
3_5_place_dp	0.321	4130	3160	1450
4_1_cts	0.323	4130	3170	1440
5_1_grt	0.341	4130	3220	1350
6_report	0.318	4130	3150	1460
[kinds of logic (layout without fill, tap and decap cells)]
| group | Yosys count | in the layout | share of synthesized area, % |
|---|---|---|---|
| AND-OR/OR-AND | 64 | 64 | 38.5 |
| buffers and inverters | 25 | 232 | 9.77 |
| multiplexers | 96 | 96 | 51.4 |
| AND/OR/NAND/NOR | 1 | 1 | 0.335 |
[cell usage in the layout (no fill, tap or decap)]
cell type / count
buf_4: 5
buf_2: 1
nor2_4: 1
clkdlybuf4s50_1: 225
buf_12: 1
mux2i_1: 96
o21a_1: 32
a221oi_2: 32
Power is estimated from default activity; no workload was simulated.
